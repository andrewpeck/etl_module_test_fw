[design/flow/run.sh]
#!/bin/bash
# OpenROAD 26Q1-2900-gdf79404cd8, Yosys 0.63+post, stock flow scripts
make -C /OpenROAD-flow-scripts/flow DESIGN_CONFIG=/design/flow/config.mk WORK_HOME=/design/flow/orfs finish
[design/flow/config.mk]
export PLATFORM = sky130hd
export DESIGN_NAME = cylon1
export DESIGN_NICKNAME = cylon1
export VERILOG_FILES = /design/flow/design.v
export SDC_FILE = /design/flow/constraint.sdc
export NUM_CORES = 4
export LEC_CHECK = 1
export CORE_AREA = 10 10 108 108
export DIE_AREA = 0 0 118 118
[design/flow/constraint.sdc]
current_design cylon1

set clk_period 3.5
set clk_io_pct 0.2

create_clock -name clk0 -period $clk_period [get_ports {clock}]

set non_clock_inputs [all_inputs -no_clocks]
set_input_delay [expr $clk_period * $clk_io_pct] -clock clk0 $non_clock_inputs
set_output_delay [expr $clk_period * $clk_io_pct] -clock clk0 [all_outputs]
[design/flow/design.v]
`timescale 1ns / 1ps
module cylon1 (clock,rate,q);
   input              clock;
   input [1:0]        rate;
   output  reg [7:0]  q;
   parameter          MXPRE = 21;  
   reg [MXPRE-1:0]    prescaler  = 0;
   wire [MXPRE-1:0]   full_scale = {MXPRE{1'b1}};
   always @(posedge clock) begin
      prescaler <= prescaler + rate + 1;
   end
   wire next_adr = (prescaler==full_scale);
   reg [4:0] adr = 0;
   wire      last_adr = (adr==13);
   always @(posedge clock) begin
      if (next_adr) begin
         if (last_adr) adr <= 0;
         else          adr <= adr + 1'b1;
      end
   end
   reg  [7:0] rom;
   always @(adr) begin
      case (adr)
        5'd0:  rom   = 8'b00000001;
        5'd1:  rom   = 8'b00000010;
        5'd2:  rom   = 8'b00000100;
        5'd3:  rom   = 8'b00001000;
        5'd4:  rom   = 8'b00010000;
        5'd5:  rom   = 8'b00100000;
        5'd6:  rom   = 8'b01000000;
        5'd7:  rom   = 8'b10000000;
        5'd8:  rom   = 8'b01000000;
        5'd9:  rom   = 8'b00100000;
        5'd10: rom   = 8'b00010000;
        5'd11: rom   = 8'b00001000;
        5'd12: rom   = 8'b00000100;
        5'd13: rom   = 8'b00000010;
        default: rom = 8'b10101010;
      endcase
   end
   always @(posedge clock) begin
      q <= rom;
   end
endmodule
==> out/qor.csv <==
metric,value,unit
Max Clock Freq,385,MHz
Setup WS post-layout,0.905,ns
post-DP HPWL,1660,um
Synth Instances,144,
max_cap viols,0,
antenna diode count,0,
setup total negative slack,0,ns
Setup crit start,rate[0],
ratio of cells with drive above 1 in the final layout,0.0818,
ys cells,144,
largest net degree at the start of global routing,11,
die footprint,13900,um^2
Die Span X,118,um
final WL,2240,um
CP max stage cell,clkdlybuf4s50_1,
Crit Reg-Reg Startpoint,prescaler[0],
vias in the first global route,934,
synthesized area,1490,um^2
Overall Global Routing Usage,0.0330,
Reg2Reg Depth,7,
Top delay family on crit path,simple AND/OR/NAND/NOR gates,
clk root buf,clkbuf_8,
VDD IR max,127,uV
r2r setup slk,1.44,ns
CP Launch Type,input port,
clock sinks,34,
register area share after synthesis,0.490,
fp util,0.161,
hold path cells,1,
"Arr. time, crit path",2.77,ns
Post-CTS Setup Inserts,0,
YS warnings,1,
Die H,118,um
clock skew,0.00589,ns
vias per std cell,3.40,
total congestion overflow,0,
Slew headroom,0.497,
initial antenna violation count,0,
router iterations before antenna repair,6,
Crit path buffers/inverters,2,
hold_sp,prescaler[18],
count of tool warnings,29,
RePlAce Congestion,0.773,
crit-path max FO,5,
pwr dens,534,nW/um^2
CP Capture Type,register,
Residual DRC,0,
Core ar.,9280,um^2
H-tree depth,2,
Core Rows,35,
crit path DRT,3.67,ns
final slew viol count,0,
first-pass GRT wire length,4020,um
clock latency at the later pin of the worst-skew pair,0.28,ns
"Registers, synthesis",34,
Clock Pin Slew Worst Setup and Hold Paths,0.06,ns
synthesized area per cell,10.4,um^2
critical-path cell list,clkdlybuf4s50_1 > inv_1 > ha_1 > fa_1 > nand3b_2 > nor4_4 > nand3_1 > xnor2_1,
status,completed,
Hold EP,prescaler[18],
Hold Crit Class,reg -> reg,
clock buffer depth,2,
final setup vio count,0,
Yosys Chip Area,1490,um^2
number of buffers created by CTS,5,
I/O pin total,11,
fin crit period,2.60,ns
worst stage delay on the critical path,0.45,ns
ANT nets after route,0,
count of cell types in the netlist,32,
Initial DRC Count,28,
WL per Instance,7.79,um
final hold vios,0,
pre-CTS WS,0.592,ns
via count,978,
Leak,0.714,nW
fin crit share,0.741,
Area Growth Syn to Fin,23.3,%
critical path class,in -> reg,
r2r endpoint,prescaler[20],
post_cts resized,0,
CTS tree,built,
cts hold-fix bufs,0,
# port buffers,10,
unrepaired setup endpoints after global routing,false,
Tightest Pin Transition,0.749,ns
[per-stage QoR]
step	power [mW]	hold WS [ns]	area [um^2]	util	std cells
after floorplan	0.642	0.426	1490	-	144
after global placement	0.673	0.440	1740	0.187	280
after detailed placement	0.677	0.445	1740	0.187	280
after CTS	0.993	0.461	1840	0.198	288
after global routing	1.05	0.469	1840	0.198	288
final	0.983	0.452	1840	0.198	288
[logic make-up (layout without fill, tap and decap cells)]
group | after synthesis | count (layout) | share of synthesized area
buffers and inverters | 15 | 30 | 0.0402
AOI/OAI and AO/OA | 13 | 13 | 0.0612
xor gates and xnor gates | 20 | 20 | 0.117
muxes | 1 | 1 | 0.00671
adders and majority gates | 9 | 9 | 0.0805
DFF | 34 | 34 | 0.490
and+or+nand+nor | 52 | 52 | 0.205
[final cells by class]
cell class / instances / area, um^2
flip-flops and latches: 34 / 731
multi-input cells: 95 / 702
well taps: 129 / 161
repair buffers: 10 / 100
inverters: 12 / 45.0
clock buffers: 8 / 101
fillers: 1015 / 7440
[sequential cells by signal, summed over array words and instances (netlist names)]
| register | cells |
|---|---|
| q | 8 |
| adr | 5 |
| prescaler | 21 |
[worst reg2reg max path: stages (launching register included)]
cell	delay, ns
dfxtp_1	0.34
inv_1	0.05
ha_1	0.19
fa_1	0.39
nand3b_2	0.31
nor4_4	0.39
nand3_1	0.14
xnor2_1	0.14
[power breakdown]
part | total (mW) | switching, mW | internal, mW | leakage [nW]
Sequential | 0.517 | 0.0670 | 0.450 | 0.295
Combinational | 0.154 | 0.0763 | 0.0779 | 0.368
Clock | 0.313 | 0.129 | 0.184 | 0.0506
Total | 0.983 | 0.272 | 0.712 | 0.714
[how the worst max path moves through the flow]
stage	endpoint	slack (ns)	depth (start not counted)
CTS	prescaler[20]	0.89	8
global route	prescaler[18]	0.76	8
finish	prescaler[20]	0.90	8
[Yosys cell counts, drive strengths merged]
cell     instances  area share
dfxtp           29        0.39
xnor2           14       0.082
inv             12       0.030
nor2            11       0.028
nand2            9       0.023
nand3            9       0.030
ha               8       0.067
and3             6       0.026
xor2             6       0.035
edfxtp           5        0.10
nand4            5       0.031
nor3             4       0.017
o21ai            4       0.013
buf              3       0.010
nor2b            3       0.013
a21oi            2      0.0067
a22oi            2       0.010
a21o             1      0.0050
and2             1      0.0042
and4             1      0.0067
fa               1       0.013
mux2i            1      0.0067
nand3b           1      0.0075
nor3b            1      0.0050
nor4             1       0.014
o2111ai          1       0.010
o211ai           1      0.0050
o21a             1      0.0050
o221ai           1      0.0059
[metal layers]
metal	vias to the layer above	track usage	part of all wire
li1	512	-	-
met1	433	0.0427	0.51
met2	26	0.0486	0.40
met3	7	0.0170	0.079
met4	0	0.00618	0.017
met5	-	0	0
[layout by cell type (no fill, tap or decap), types with 2 or more instances in the layout]
| cell | count |
|---|---|
| o21ai_0 | 4 |
| nor3_1 | 3 |
| ha_1 | 8 |
| nand4_1 | 4 |
| clkdlybuf4s50_1 | 10 |
| nand3_1 | 9 |
| xor2_1 | 6 |
| nand2_1 | 9 |
| xnor2_1 | 14 |
| a21oi_1 | 2 |
| and3_1 | 5 |
| clkbuf_1 | 2 |
| nor2b_1 | 3 |
| nor2_1 | 11 |
| inv_1 | 12 |
| a22oi_1 | 2 |
| clkbuf_8 | 5 |
| dfxtp_1 | 29 |
| edfxtp_1 | 5 |
No activity file was given, so power comes from the tool's default toggle rates.
