===== ./run.sh =====
#!/bin/bash
# OpenROAD 26Q1-2900-gdf79404cd8, Yosys 0.63+post, stock flow scripts
make -C /OpenROAD-flow-scripts/flow DESIGN_CONFIG=/design/flow/config.mk WORK_HOME=/design/flow/orfs finish

===== ./config.mk =====
export PLATFORM = sky130hd
export DESIGN_NAME = fader
export DESIGN_NICKNAME = fader
export VERILOG_FILES = /design/flow/design.v
export SDC_FILE = /design/flow/constraint.sdc
export NUM_CORES = 4
export LEC_CHECK = 1
export CORE_UTILIZATION = 30

===== ./constraint.sdc =====
current_design fader

set clk_period 3.6
set clk_io_pct 0.2

create_clock -name clk0 -period $clk_period [get_ports {clock}]

set non_clock_inputs [all_inputs -no_clocks]
set_input_delay [expr $clk_period * $clk_io_pct] -clock clk0 $non_clock_inputs
set_output_delay [expr $clk_period * $clk_io_pct] -clock clk0 [all_outputs]

===== ./design.v =====
module fader
  #(
    parameter MXFADERCNT = 27,
    parameter MXPWMBITS = 5
    ) (
       input  clock,
       output led
       );
   localparam INCREMENT   = (2**MXPWMBITS)/4;
   reg [MXFADERCNT -1:0] fader_cnt = 0;
   reg [MXPWMBITS-1:0]   pwm_cnt  = 0;
   wire [MXPWMBITS-2:0]  fader_msbs     = fader_cnt[MXFADERCNT-2:MXFADERCNT-MXPWMBITS];
   wire [MXPWMBITS-2:0]  pwm_brightness = fader_cnt[MXFADERCNT-1] ? fader_msbs : ~fader_msbs;
   always @(posedge clock) begin
      fader_cnt <= fader_cnt + 1'b1;
      pwm_cnt <= pwm_cnt[MXPWMBITS-2:0] + pwm_brightness + INCREMENT;
   end
   assign led = pwm_cnt[4];
   endmodule

==> changes_impl.md <==
### Metrics

- Hold Crit Depth: 1
- Critical path's top delay family: buffers and inverters
- CP Cell Sequence: clkdlybuf4s50_1
- Commonest flop: dfxtp_1
- Pwr Total: 0.630 mW
- Area leader share: 47.7%
- Core area: 4140 sq um
- DRT met1 WL: 1.01 mm
- Min-delay src: fader_cnt[0]$_DFF_P_
- Fraction of layout cells with a size suffix above 1: 8.46%
- Crit path from: pwm_cnt[4]$_DFF_P_
- Met3 WL: 79 um
- Synth flops: 32
- P_leak: 0.623 nW
- Crit path largest cell delay: 450 ps
- Vias in the first global route: 793
- Area growth from synthesis to layout: 11.6%
- CTS Buf Count: 5
- Synth Seq Share: 47.7%
- Sum Neg Setup Slack: 0 ps
- Flop2flop setup slack: 1850 ps
- Synth cell types: 21
- Antenna-violating nets left: 0
- Worst IR Drop VDD: 0.000148 V
- Final Wtd Congestion: 0.806
- Initial antenna violation count: 0
- Yosys Chip Area: 1340 sq um
- Setup Fix Bufs, Post-CTS: 0
- CTS tree: yes
- Highest routed layer: met4
- Slew @ Worst Pin: 440 ps
- Root Driver: clkbuf_8
- Row count: 23
- Vias per cell: 4.44
- Wire per inst: 10.3 um
- Slew Limit Fails: 0
- # diodes: 0
- I/O pins: 2
- WL final: 1.85 mm
- Cycle use final: 48.6%
- HP Class: reg2reg
- Global Route Usage Sum: 9.31%
- Starting DRT DRC Count: 19
- Largest net degree at the start of global routing: 10
- RSZ-0062 raised after global routing: false
- Origin of the critical flop-to-flop path: fader_cnt[26]$_DFF_P_
- CP endpoint kind: output pin
- Drt pass-1 iters: 4
- Crit Path Max Fanout: 1
- Fill count: 414
- Fmax: 0.571 GHz
- Die X: 68.9 um
- Slowest-stage cell, CP: clkdlybuf4s50_1
- Worst-Skew Late Latency: 280 ps
- Post-Synthesis Cells: 123
- Mean Syn Cell Area: 10.9 sq um
- Number of synthesized flops with an enable pin: 0
- Die area: 4750 sq um
- Hpwl dp: 1.34 mm
- Top cells, area: dfxtp_1, xnor2_1, ha_1, xor2_1, nand4_1
- Total grt overflow: 0
- Worst Skew: 3.76 ps
- Final Setup Violations: 0
- Syn Std Cell Area: 1340 sq um
- Max-Cap Viols: 0
- Relative slew slack: 70.5%
- Total number of vias: 799
- Met2 wire length: 739 um
- Synth warnings: 1
- Req. time, crit path: 2880 ps
- Status: finished, final reports clean
- Reg area: 641 sq um
- Clock sink count: 32
- Post-synth ARST share: 0%
- Pre-Place Util: 32.4%
- Log Warnings: 25
- Gate Area: 661 sq um
- Worst R2R Path Depth: 6
- Startpoint types: flip-flop
- Yosys top cell by instances: dfxtp_1
- H-tree levels: 2
- Tmin final: 1750 ps
- Die Y: 68.9 um
- Hold Buf Count CTS: 0
- Critical path class: reg2out
- Clock slew at reported path FFs: 60 ps
- Worst Hold End: fader_cnt[0]$_DFF_P_
- Synth area leader: dfxtp_1
- DRC violations left: 0
- Worst reg2reg endpoint: pwm_cnt[4]$_DFF_P_
- Top cells by count: dfxtp_1, xnor2_1, xor2_1
- Critical Path AT: 1030 ps
- Ys cells: 123
- Cts repair resizes: 0
- Global-route wire length before repair: 3.22 mm
- Worst path buffer plus inverter count: 1
- Cell Pwr Density: 420 nW/um^2
- PortBufs: 1
- Maximum buffer depth of the clock tree: 2
- Hold Vio Cnt, Final: 0
-- layout make-up --
| cell class | instances | area share [%] |
|---|---|---|
| multi-input cells | 80 | 44.1 |
| flip-flops and latches | 32 | 42.8 |
| clock buffers | 8 | 6.02 |
| well taps | 50 | 4.18 |
| inverters | 9 | 2.26 |
| repair buffers | 1 | 0.668 |
-- routing by layer --
layer / global-route usage (%) / vias to the layer above
li1: - / 430
met1: 13.5 / 360
met2: 13.0 / 7
met3: 4.33 / 2
met4: 1.53 / 0
met5: 0 / -
-- kinds of logic after synthesis --
| logic type | Yosys count | share of synthesized area, % |
|---|---|---|
| adders and majority gates | 9 | 8.95 |
| buffers and inverters | 11 | 3.08 |
| AOI/OAI and AO/OA | 2 | 0.932 |
| xor gates and xnor gates | 31 | 20.2 |
| DFF | 32 | 47.7 |
| and+or+nand+nor | 38 | 19.1 |
-- per-stage QoR --
step | cell area (sq um) | std cells | util [%] | hold WS [ps] | worst slack, ps
after floorplan | 1340 | 123 | - | 383 | 1880
after global placement | 1410 | 172 | 34.0 | 391 | 1880
after detailed placement | 1410 | 172 | 34.0 | 402 | 1860
after CTS | 1500 | 180 | 36.1 | 417 | 1830
after global routing | 1500 | 180 | 36.1 | 452 | 1760
final | 1500 | 180 | 36.1 | 417 | 1850
-- sequential cells by signal, summed over array words and instances (netlist names) --
signal	cells
fader_cnt	27
pwm_cnt	5
-- report_power, final --
group           total (mW)  switching, mW  internal, mW
clock                0.276          0.120         0.156
sequential           0.354              0         0.354
combinational  0.000000320              0             0
-- cell usage in the layout (no fill, tap or decap), types with 2 or more instances in the layout --
cell type,Yosys,layout
and3_1,6,6
and4_1,2,2
clkbuf_1,2,2
clkbuf_8,0,6
dfxtp_1,32,32
ha_1,8,8
inv_1,9,9
nand2_1,5,5
nand3_1,8,8
nand4_1,7,7
nor2_1,4,4
xnor2_1,21,21
xor2_1,10,10
-- worst register-to-register path, delay by kind of cell (launching register included) --
| family | cells | cell delay [ps] |
|---|---|---|
| adders and majority gates | 2 | 550 |
| DFF | 1 | 470 |
| xor gates and xnor gates | 2 | 310 |
| AOI/OAI and AO/OA | 2 | 340 |
-- how the worst max path moves through the flow --
stage	to	slack (ps)	cells after the start
6_report	led	1850	1
4_1_cts	led	1830	1
5_1_grt	pwm_cnt[4]$_DFF_P_	1760	6
Power is estimated from default activity; no workload was simulated.
