<file path="design/flow/design.v">
`timescale 1ns / 100ps
module CRC8 #(parameter WORDWIDTH = 40)
(
	input [7:0] 	        cin,           
    input                   dis,
	input [WORDWIDTH-1:0]   din,         
	output [7:0]            dout         
);
    wire [WORDWIDTH-1:0] d;
    assign d = (dis == 1'b1) ? {WORDWIDTH{1'b0}} : din;
    wire [7:0] cc [WORDWIDTH:0];   
    generate
        genvar i;
        for (i = 0; i < WORDWIDTH; i = i+1 )
        begin : CRCloop
            assign cc[i+1] = {
                            cc[i][6],
                            cc[i][5],
                            d[WORDWIDTH-1-i] ^ cc[i][4] ^ cc[i][7],
                            cc[i][3],
                            d[WORDWIDTH-1-i] ^ cc[i][2] ^ cc[i][7],
                            d[WORDWIDTH-1-i] ^ cc[i][1] ^ cc[i][7],
                            d[WORDWIDTH-1-i] ^ cc[i][0] ^ cc[i][7],
                            d[WORDWIDTH-1-i] ^ cc[i][7]
            };
        end
    endgenerate
    assign cc[0] = cin;
    assign dout = cc[WORDWIDTH];
endmodule
</file>
<file path="design/flow/run.sh">
#!/bin/bash
# OpenROAD 26Q1-2900-gdf79404cd8, Yosys 0.63+post, stock flow scripts
make -C /OpenROAD-flow-scripts/flow DESIGN_CONFIG=/design/flow/config.mk WORK_HOME=/design/flow/orfs finish
</file>
<file path="design/flow/config.mk">
export PLATFORM = sky130hd
export DESIGN_NAME = CRC8
export DESIGN_NICKNAME = CRC8
export VERILOG_FILES = /design/flow/design.v
export SDC_FILE = /design/flow/constraint.sdc
export NUM_CORES = 4
export LEC_CHECK = 1
export CORE_UTILIZATION = 50
</file>
<file path="design/flow/constraint.sdc">
current_design CRC8

set clk_period 16.2
set clk_io_pct 0.2

create_clock -name clk0 -period $clk_period

set non_clock_inputs [all_inputs -no_clocks]
set_input_delay [expr $clk_period * $clk_io_pct] -clock clk0 $non_clock_inputs
set_output_delay [expr $clk_period * $clk_io_pct] -clock clk0 [all_outputs]
</file>
==> run notes <==
The implementation run finished. The initialized floorplan defines 24 standard-cell rows. In this run the worst hold path is classified as input pin to primary output. Post-route period utilization is reported as 0.679. Top-level I/O count landed at around 57. Count of final hold-check violations landed at 0. Layout-stage area growth over the synthesis result landed at 26.9%. STA classifies the critical path endpoint as a primary output. The global routing report lists combined usage of all routing layers as 0.188.

Antenna violation net count after detailed routing landed at 0. Maximum fanout along the worst path landed at around 43. According to the Yosys statistics, the synthesized design has a chip area of 0.00230 sq mm. Maximum cell stage delay along the critical path landed at between 500 and 600 ps. Starting utilization of the core area landed at 0.525. Data arrival time of the critical path landed at between 7000 and 8000 ps. Quantity of I/O buffers inserted on ports landed at roughly 57. Number of maximum-capacitance violations landed at 0.

Synthesized instance count landed at ~210. The DRC violation total left in the routed layout is recorded as 0. Looking at hold timing, the worst path starts from din[0].

Among all stages on the critical path, the largest delay is contributed by sky130_fd_sc_hd__xnor3_1. Endpoint required time on the critical path landed at 12960 ps. The worst setup path is of the input pin to primary output kind. Per STA, the worst path is made up of clkdlybuf4s50_1 > buf_4 > nor2b_1 > xnor3_1 > xnor3_1 > xnor3_2 > xnor2_1 > xnor2_1 > xnor3_2 > xnor3_1 > xnor2_1 > clkdlybuf4s50_1. Number of warnings in the stage logs landed at 33. Gates resized during post-CTS repair numbered 0. By area the synthesized netlist is led by sky130_fd_sc_hd__xnor2_1 (29%), sky130_fd_sc_hd__xnor3_1 (28%), sky130_fd_sc_hd__xor2_1 (11%), sky130_fd_sc_hd__xnor3_2 (7.2%), sky130_fd_sc_hd__xnor2_2 (4.9%). The wire length recorded after detailed routing is ~4100 um. Dividing the detail-routed wire length by the instance count gives between 10 and 15 um. Endpoints with negative setup slack in the final report add up to 0. Number of vias after detailed routing landed at 1473. For reference, the final report shows the max-slew violation count at 0. Area of the core landed at roughly 0.0044 sq mm. Slew at the pin with the worst max-slew slack landed at a little under 500 ps. The report puts the hold buffer count at CTS at 0. Layout cell share with drive strength beyond 1 landed at 0.0881.

Number of antenna violations at the first check in global routing landed at 0. STA shows the worst min-delay path finishing at dout[5]. The number of global-route vias before repair was ~1500. Peak clock frequency supported by timing landed at between 90 and 100 MHz.

Yosys reports that the most numerous cell types are sky130_fd_sc_hd__xnor2_1 (76), sky130_fd_sc_hd__xnor3_1 (29), sky130_fd_sc_hd__xor2_1 (29), sky130_fd_sc_hd__nor2_1 (25), sky130_fd_sc_hd__nor2b_1 (12). Per the detail_route report, vias per standard cell equal between 4 and 5. Violation count after the first detailed-route iteration landed at 29. Post-synth design cell area landed at between 0.002 and 0.0025 sq mm.

Per the OpenROAD floorplan log, the height of the die is 69.8 um. The final layout reports a setup TNS of 0 ps. Per the Yosys statistics, synthesis produced 208 cells. The flow ran to the end, and the final reports show no timing, DRC or antenna violations. Before antenna repair, the detailed router went through 3 iterations. Estimated wirelength of the detail-placed design landed at between 3000 and 4000 um. sky130_fd_sc_hd__xnor2_1 is the most common cell in the netlist.

Entering global routing, the biggest net connects 44 pins. Setup repair after global routing left no endpoint under its margin. The worst setup path is launched from an input pin. Fraction of post-synthesis cell area in the top cell type by area landed at 0.289. The most critical hold endpoint after final layout shows a slack of approximately 7700 ps. In the final layout, flip-flops and latches occupy 0 sq um. Number of sequential cells in the layout landed at 0. Synthesized area per cell landed at ~11 sq um. Headroom to the max-slew limit came out at 0.672. Number of setup buffers added after CTS landed at 0. Counting the clock-network buffers in the layout gives 0. Proportion of synthesized chip area in sequential cells landed at 0. Clock period minus final worst setup slack landed at between 10000 and 15000 ps. Die width landed at 69.8 um.

Wire length of the first global-routing pass landed at approximately 7000 um. Total inserted antenna cells landed at 0. The synthesized design spends more area on one cell type than any other, namely sky130_fd_sc_hd__xnor2_1. Remaining global-route overflow landed at 0. Final weighted congestion in routability-driven placement landed at 0.884.

The worst hold path passes through 5 cells. The floorplan step defined a die boundary enclosing 0.00488 sq mm. For this run, the number of Yosys warnings is 1. Distinct cell type count after synthesis landed at 21.
## placed cells by master (no fill, tap or decap), drive strengths merged
cell type	count
nor2	28
nor2b	12
xnor2	85
and2	1
clkdlybuf4s50	57
xnor3	36
mux2i	2
nand2b	3
nor3	1
xor2	31
xor3	3
buf	1
mux2	1
## stage by stage
stage	cells	area (sq um)	setup WS, ps	utilization
after floorplan	208	2300	6550	-
after global placement	313	2920	5200	0.666
after detailed placement	313	2920	5180	0.666
after CTS	313	2920	5160	0.666
after global routing	313	2920	4930	0.666
final	313	2920	5200	0.666
## layer usage
| metal | wire length (um) | part of all wire | GRT usage | vias to the layer above |
|---|---|---|---|---|
| met2 | 2140 | 0.52 | 0.345 | 32 |
| met5 | 0 | 0 | 0 | - |
| met4 | 59 | 0.014 | 0.0200 | 0 |
| met3 | 128 | 0.031 | 0.00885 | 4 |
| li1 | - | - | - | 774 |
| met1 | 1750 | 0.43 | 0.262 | 663 |
## critical path: cells and delay by family
kind | cells | cell delay, ps
XOR/XNOR | 8 | 3110
buffers and inverters | 3 | 1310
AND/OR/NAND/NOR | 1 | 110
## worst max-delay path by stage
stage / end / depth (start not counted) / startpoint
5_1_grt: dout[4] / 12 / dis
6_report: dout[4] / 12 / dis
4_1_cts: dout[5] / 12 / dis
## final cells by class
cell class	instances	area, sq um
Multi-Input combinational cell	203	2280
Fill cell	354	1460
Timing Repair Buffer	58	578
Tap cell	52	65.1
## cells by family after synthesis
logic type	synth area share
multiplexers	0.0136
XOR/XNOR	0.879
buffers and inverters	0.0103
AND/OR/NAND/NOR	0.0968
